--- /design/flow/run.sh ---
#!/bin/bash
# OpenROAD 26Q1-2900-gdf79404cd8, Yosys 0.63+post, stock flow scripts
make -C /OpenROAD-flow-scripts/flow DESIGN_CONFIG=/design/flow/config.mk WORK_HOME=/design/flow/orfs finish
--- /design/flow/config.mk ---
export PLATFORM = sky130hd
export DESIGN_NAME = LCD_AT043TN25_DE2_115
export DESIGN_NICKNAME = LCD_AT043TN25_DE2_115
export VERILOG_FILES = /design/flow/design.v
export SDC_FILE = /design/flow/constraint.sdc
export NUM_CORES = 4
export LEC_CHECK = 1
export CORE_UTILIZATION = 50
--- /design/flow/constraint.sdc ---
current_design LCD_AT043TN25_DE2_115

set clk_period 3.0
set clk_io_pct 0.2

create_clock -name clk0 -period $clk_period [get_ports {i_clk}]

set non_clock_inputs [all_inputs -no_clocks]
set_input_delay [expr $clk_period * $clk_io_pct] -clock clk0 $non_clock_inputs
set_output_delay [expr $clk_period * $clk_io_pct] -clock clk0 [all_outputs]
--- /design/flow/design.v ---
module LCD_AT043TN25_DE2_115 (
	input i_clk,
	input [3:0] i_sw,
	output o_clk,
	output o_data_enable,
	output [7:0] o_red,
	output [7:0] o_green,
	output [7:0] o_blue
);
wire w_clk;
wire w_player1;
wire w_player2;
wire w_ball;
wire [3:0] w_sw;
wire [8:0] w_col;
wire [8:0] w_row;
wire [8:0] w_y1;
wire [8:0] w_y2;
wire [6:0] w_h1;
wire [6:0] w_h2;
	clk_div4 divider (.i_clk(i_clk), .o_clk(w_clk));
	data_enable DE (.i_clk(w_clk), .o_data_enable(o_data_enable), .o_col(w_col), .o_row(w_row));
	debouncer db1 (.i_clk(w_clk), .i_switch(i_sw[0]), .o_switch(w_sw[0]));
	debouncer db2 (.i_clk(w_clk), .i_switch(i_sw[1]), .o_switch(w_sw[1]));
	debouncer db3 (.i_clk(w_clk), .i_switch(i_sw[2]), .o_switch(w_sw[2]));
	debouncer db4 (.i_clk(w_clk), .i_switch(i_sw[3]), .o_switch(w_sw[3]));
	player #(.start_x(0), .start_y(10)) player1 (.i_clk(w_clk), .i_up(w_sw[0]), .i_down(w_sw[1]), .i_col(w_col), .i_row(w_row), .o_color(w_player1), .o_y(w_y1), .o_h(w_h1));
	player #(.start_x(474), .start_y(40)) player2 (.i_clk(w_clk), .i_up(w_sw[2]), .i_down(w_sw[3]), .i_col(w_col), .i_row(w_row), .o_color(w_player2), .o_y(w_y2), .o_h(w_h2));
	ball b1 (.i_clk(w_clk), .i_col(w_col), .i_row(w_row), .o_color(w_ball), .i_y1(w_y1), .i_h1(w_h1), .i_y2(w_y2), .i_h2(w_h2));
	assign o_clk = w_clk;
	assign o_red = {8{w_player1}} | {8{w_player2}};
	assign o_green = {8{w_player1}} | {8{w_player2}} | {8{w_ball}};
	assign o_blue = {8{w_player2}} | {8{w_ball}};
endmodule
module ball #(
	parameter start_x = 235,
	parameter start_y = 135) (
	input i_clk,
	input [8:0] i_col,
	input [8:0] i_row,
	input [8:0] i_y1,
	input [6:0] i_h1,
	input [8:0] i_y2,
	input [6:0] i_h2,
	output o_color
);
localparam player_width = 5;
localparam player_heigth = 30;
localparam size = 5;
reg [8:0] x = start_x;
reg [8:0] y = start_y;
reg dir_x = 0;
reg dir_y = 0;
reg [17:0] cnt;
	always @ (posedge i_clk)
	begin
		cnt <= cnt + 1;
		if(cnt == 0)
		begin
			if(dir_x) x <= x + 1;
			else x <= x - 1;
			if(dir_y) y <= y + 1;
			else y <= y - 1;
		end
		if(cnt == 2)
		begin
		   if((x == 5 && (y >= i_y1 && (y+size) <= (i_y1+50))) || (x+size == 473 && (y >= i_y2 && (y+size) <= (i_y2+50))))
			begin
				dir_x <= ~dir_x;
			end
			else 
			begin
				dir_x <= dir_x;
			end
			if(y == 0 || y+size == 269)
			begin
				dir_y <= ~dir_y;
			end
			else dir_y <= dir_y; 
			if(x < 5 || x+size > 473 )
			begin
				x <= 235;
				y <= 135;
			end
			else 
			begin
				x <= x;
				y <= y;
			end
		end
	end
	assign o_color = ((i_col >= x && i_col < x+size) && (i_row >= y && i_row < y+size)) ? 1'b1 : 1'b0;
endmodule
module clk_div4 (
	input i_clk,
	output o_clk
);
reg [1:0] cnt = 0;
	always @ (posedge i_clk)
	begin
		cnt <= cnt + 1;
	end
	assign o_clk = cnt[1];
endmodule
module data_enable (
    input i_clk,
    output o_data_enable,
	 output [8:0] o_col,
	 output [8:0] o_row
);
localparam TOTAL_HORIZONTAL = 525;
localparam TOTAL_VERTICAL = 290;
localparam HORIZONTAL_BLANKING = 45;
localparam VERTICAL_BLANKING = 18;
wire w_hsync;
wire w_vsync;
reg [9:0] r_hcounter = 0;
reg [8:0] r_vcounter = 0;
    always @ (posedge i_clk)
    begin
        if (r_hcounter == TOTAL_HORIZONTAL-1)
        begin
            r_hcounter <= 0;
            if(r_vcounter == TOTAL_VERTICAL-1) r_vcounter <= 0;
            else r_vcounter <= r_vcounter + 1;
        end
        else r_hcounter <= r_hcounter + 1;
    end
    assign w_hsync = r_hcounter < HORIZONTAL_BLANKING ? 1'b0 : 1'b1;
    assign w_vsync = r_vcounter < VERTICAL_BLANKING ? 1'b0 : 1'b1;
    assign o_data_enable = w_hsync & w_vsync;
	 assign o_col = r_hcounter < HORIZONTAL_BLANKING ? 1'b0 : r_hcounter-HORIZONTAL_BLANKING;
	 assign o_row = r_vcounter < VERTICAL_BLANKING ? 1'b0 : r_vcounter-VERTICAL_BLANKING;
endmodule
module debouncer (
	input i_clk,
	input i_switch,
	output reg o_switch
);
reg [13:0] cnt;
localparam debounceLimit = 10000;
always @ (posedge i_clk)
begin
	 if(i_switch != o_switch && cnt < debounceLimit)
		cnt <= cnt + 1;
	 else if(cnt == debounceLimit)
		begin
			cnt <= 0;
			o_switch = i_switch;
		end
	 else
		cnt <= 0;
end
endmodule
module player #(
	parameter start_x = 0,
	parameter start_y = 0) (
	input i_clk,
	input i_up,
	input i_down,
	input [8:0] i_col,
	input [8:0] i_row,
	output o_color,
	output [8:0] o_y,
	output [6:0] o_h
);
localparam width = 5;
localparam height = 50;
reg r_last_up;
reg r_last_down;
reg [8:0] x = start_x;
reg [8:0] y = start_y;
	always @ (posedge i_clk)
	begin
		if(~r_last_up & i_up)
		begin
			if(y>9) y <= y - 10;
			else y <= y;
		end
		if(~r_last_down & i_down)
			if((y+height)<270) y <= y + 10;
			else y <= y;
		begin
		end
		r_last_up <= i_up;
		r_last_down <= i_down;
	end
	assign o_color = ((i_col >= x && i_col < x+width) && (i_row >= y && i_row < y+height)) ? 1'b1 : 1'b0;
	assign o_y = y;
	assign o_h = height;
endmodule
==> results.cfg <==
; generated from flow reports
[floorplanning]
initCoreUtil = 0.517
rows = 51
io_pins = 31
dieArea_um2 = 21000
die_w_um = 145
core_area_um2 = 19800
die_y_um = 145

[logic_synthesis]
simple_gate_area_frac = 0.180
postSynthSeqShare = 0.320
postSynth.asyncResetShare = 0
syn_area_per_cell_um2 = 8.86
mux_share = 0
topCombFamilyByArea = simple AND/OR/NAND/NOR gates
xor_area_frac = 0.124
fa_ha_area_frac = 0.176
edf_count = 49
ys_sh_aoi = 0.142
ys_cells = 1154
syn_area_um2 = 10200
ys_area_um2 = 10200
ys_seq_elements = 139
ys_types = 69
ff_type = dfxtp_1
synthCells = 1154
yosysWarningCount = 6

[power]
p_comb_frac = 0.083
p_sw_frac = 0.184
pwr-share-clk = 0.811
powerDensity_nw_per_um2 = 23.9
switchingPower_mw = 0.0473
p_int_mw = 0.209
p_leak_nw = 4.38
seqPwrFrac = 0.106
vdd_ir_drop_max_uv = 393

[layout]
finalNonFillerCells = 1418
area_growth_pct = 5.15
regArea_um2 = 3280
final_common_cell = ha_1
layout-drive-gt1-share = 0.0225
most-common-layout-cells = 135 x ha_1, 118 x nor2_1, 100 x xnor2_1
fillers = 1811
comb_area_um2 = 6370

[timing]
drv_slew = 0
slew_headroom = 0.440
rsz0062_at_grt = no
period_needed_ns = 1.63
finalSetupTns_ns = 0
hold_violations = 0
finalSetupViolations = 0
fmax_mhz = 615
skew_ns = 0.00238
tightest_slew_ns = 0.819
untimed_endpoints = 211
unclocked_regs = 137
fin_crit_sh = 0.542

[routing]
post_drt_wl_per_cell_um = 14.2
drt-initial-drc-count = 281
diodes = 0
drt-total-wl_um = 20200
vias = 7667
dr.pass1.iters = 4
drc = 0
drtAntennaViolNets = 0
via_per_inst = 5.41

[setup_path]
ff2ff_path_depth = 2
arrival_ns = 1.03
path_cells = clkdlybuf4s50_1
critPathMaxStageDelay_ns = 0.48
worstReg2RegStart = divider.cnt[1]$_DFF_P_
crit_buf_inv = 1
crit_type = reg2out
worstReg2RegEnd = divider.cnt[1]$_DFF_P_
cp.required_ns = 2.40
worstSetupStartpointType = flip-flop
r2r_slack_ns = 1.80
critical-path-slowest-cell = clkdlybuf4s50_1
cp_top_family = buffers and inverters
crit_path_end_kind = primary output
worstPathMaxFanout = 2

[hold_path]
hold_end = divider.cnt[0]$_DFF_P_
worstHoldPathType = reg2reg
holdCritStartpoint = divider.cnt[0]$_DFF_P_
hold_depth = 1

[cts]
htreeDepth = 1
cts_buffer_depth = 2
cts.repair.resized = 0
hold_buffers = 0
post_cts.repair.setup_buffers = 0
cts_tree = built
clk_latency_ns = 0.22
clk_pin_slew_ns = 0.03
cts_buffers = 3
cts-root-buf = clkbuf_16

[run]
warning_count = 45
max_cap_violations = 0

[placed_design]
hpwl_um = 16000
portBuffers = 30
gp_congestion = 0.917
place_inst = 1414

[global_route]
grt-ovfl-total = 0
grt_pass1_vias = 7210
grt_max_degree = 88
antenna_found_initial = 0
grt_first_pass_wirelength_um = 34700
grt_usage = 0.203

[outcome]
run_status = finished clean
## state kept, by name, summed over array words and instances (netlist names), 10 cells and up
register / count
DE.r_hcounter: 10
b1.cnt: 18
db1.cnt: 14
db2.cnt: 14
db3.cnt: 14
db4.cnt: 14
## power groups by stage
stage / combinational, mW / sequential [mW] / clock (mW)
finish: 0.0214 / 0.0272 / 0.208
global route: 0.0244 / 0.0272 / 0.215
CTS: 0.0218 / 0.0272 / 0.213
## layout make-up
cell class / count / share of cell area
flip-flops and latches: 139 / 0.305
clock buffers: 4 / 0.00733
multi-input cells: 883 / 0.593
inverters: 89 / 0.0311
well taps: 265 / 0.0308
repair buffers: 38 / 0.0335
## worst max-delay path by stage
stage | from | to | slack (ns) | depth (start not counted)
CTS | divider.cnt[1]$_DFF_P_ | o_clk | 1.35 | 1
global route | divider.cnt[1]$_DFF_P_ | o_clk | 1.34 | 1
finish | divider.cnt[1]$_DFF_P_ | o_clk | 1.37 | 1
## metrics by stage
stage | setup WS, ns | area [um2] | power (mW) | utilization | hold slack [ns]
finish | 1.37 | 10800 | 0.257 | 0.544 | 0.384
global route | 1.34 | 10800 | 0.267 | 0.544 | 0.410
CTS | 1.35 | 10800 | 0.262 | 0.544 | 0.385
detailed placement | 1.59 | 10700 | 0.0493 | 0.540 | 0.378
global placement | 1.58 | 10700 | 0.0494 | 0.540 | 0.381
floorplan | 0.461 | 10200 | 0.0410 | - | 0.364
## cell usage after synthesis, drive strengths merged, types with 8 or more instances
library cell | n | area share
ha | 135 | 0.17
nor2 | 118 | 0.043
xnor2 | 100 | 0.086
nand2 | 91 | 0.033
dfxtp | 90 | 0.18
inv | 89 | 0.033
a21oi | 57 | 0.029
edfxtp | 49 | 0.14
xor2 | 45 | 0.039
nand3 | 42 | 0.021
o21ai | 39 | 0.019
buf | 31 | 0.021
a21o | 29 | 0.021
nor3 | 26 | 0.013
nand4 | 25 | 0.015
and3 | 22 | 0.013
nor4 | 14 | 0.010
clkbuf | 12 | 0.0044
nand2b | 9 | 0.0055
a31oi | 8 | 0.0049
nor2b | 8 | 0.0049
## kinds of logic after synthesis
kind of cell	count (synthesis)
simple gates	382
compound gates	214
xor+xnor	145
fa+ha+maj	142
flops	139
buf+inv	132
## metal layers
metal  track usage  part of all wire  vias up  wire length, um
met5             0                 0        -                0
met4        0.0207            0.0097        0              196
met3        0.0119             0.029       14              592
met2         0.313              0.43      121             8720
met1         0.335              0.53     3462            10700
li1              -                 -     4070                -
No activity file was given, so power comes from the tool's default toggle rates.
